==> flow/design.v <==
module first_vector_vxv (clk, input_data,write_enable,memory_output);
	parameter number_of_clusters = 1;
	parameter number_of_equations_per_cluster = 9;
	parameter element_width = 32;
	parameter address_width = 20;
	parameter memories_address_width=20;
	parameter no_of_units=8;
	parameter additional = no_of_units-(number_of_equations_per_cluster%no_of_units); 
	parameter total = number_of_equations_per_cluster+additional ;
	input wire clk;
	input wire write_enable;
	input wire [element_width*number_of_equations_per_cluster-1:0] input_data;
	output wire [element_width*(total)-1:0] memory_output;
	reg x=0;
	reg [element_width*(total)-1:0] mem [0 : 0];
	assign memory_output=mem[0];
	always @(posedge clk) 
		begin
			if( write_enable == 1'b1 ) 
				begin
					mem[0] <= {input_data,{additional{32'b0}}}; 
				end
			end
endmodule
==> flow/run.sh <==
#!/bin/bash
# OpenROAD 26Q1-2900-gdf79404cd8, Yosys 0.63+post, stock flow scripts
make -C /OpenROAD-flow-scripts/flow DESIGN_CONFIG=/design/flow/config.mk WORK_HOME=/design/flow/orfs finish
==> flow/config.mk <==
export PLATFORM = sky130hd
export DESIGN_NAME = first_vector_vxv
export DESIGN_NICKNAME = first_vector_vxv
export VERILOG_FILES = /design/flow/design.v
export SDC_FILE = /design/flow/constraint.sdc
export NUM_CORES = 4
export LEC_CHECK = 1
export CORE_AREA = 10 10 311 311
export DIE_AREA = 0 0 321 321
==> flow/constraint.sdc <==
current_design first_vector_vxv

set clk_period 1.0
set clk_io_pct 0.2

create_clock -name clk0 -period $clk_period [get_ports {clk}]

set non_clock_inputs [all_inputs -no_clocks]
set_input_delay [expr $clk_period * $clk_io_pct] -clock clk0 $non_clock_inputs
set_output_delay [expr $clk_period * $clk_io_pct] -clock clk0 [all_outputs]
==> out/results.tsv <==
metric	value	unit
crit path kind	reg -> out	
Die ar.	0.103	mm²
maximum fanout along the worst path	1	
Post-route DRC	0	
Yosys Instances	513	
number of logged tool warnings	27	
pwr dens	1760	mW/mm²
total CTS buffers	35	
GP Congestion	0.824	
fin cells	2357	
failing checks	setup timing	
initial antenna violation count	28	
Hold Path Class	in -> reg	
Cell Chain, Critical Path	buf_2	
total global-route track usage	8.21	%
Fill cells	9769	
Pwr Total	29300	µW
static leakage	0.00652	µW
Synth Seq Share	83.7	%
# H-tree levels	2	
Core Util, Final	18.6	%
status	finished, violations left	
synthesized area	0.0103	mm²
worst path required time	0.80	ns
Clock Power Share	41.2	%
Regs by FF count	mem: 288 flops	
largest net degree at the start of global routing	60	
fp util	11.5	%
HP Start	write_enable	
port buffer count	577	
Crit path arrival time	1.34	ns
crit end category	output pin	
most frequent cells in the layout	clkdlybuf4s50_1, edfxtp_1, buf_2, conb_1, clkbuf_16	
Worst Slack Setup Final	-0.543	ns
CTS Root Cell	clkbuf_16	
Critical Path Max Stage Delay	0.57	ns
Post-CTS Setup Repair Bufs	0	
Largest Register	mem	
YS warnings	2	
Routed Wire Length	44400	µm
core footprint	0.0900	mm²
io pins	802	
maximum clock path buffer count	3	
logic gate share of total power	8.9	%
Largest register FFs	288	
vias in the first global route	7058	
Routed Antenna Nets	0	
DR WL/cell	18.9	µm
achievable frequency	0.648	GHz
cycle use final	154	%
via count	6280	
share of cells above drive strength 1	31.2	%
CP bufs+invs	1	
minimum clock period	1.54	ns
Seq pwr share	49.9	%
synthesized instance count	513	
Clock transition at path regs	0.07	ns
Slowest cell on crit path	edfxtp_1	
1st-iter DRT viols	260	
placed cell areas	0.0170	mm²
hpwl dp	37400	µm
P&R area growth vs syn	61.8	%
first-pass GRT wire length	57900	µm
CP delay by family, top	flip-flops	
startpoint types	register	
ys flops	288	
RSZ-0062 raised after global routing	yes	
syn avg cell area	20.1	µm²
Sw Ratio	21.8	%
area reported by Yosys stat	0.0103	mm²
endpoints failing hold	0	
hold path depth	2	
Die Width	321	µm
Final setup violation count	288	
die height	321	µm
Yosys cell types	3	
Flop area	0.00865	mm²
dpl cells	2292	
post-route cell area	0.0167	mm²
Std-Cell Rows	110	
Logic area	841	µm²
Vias/cell	2.66	
# clock sinks	288	
Final Slew Violations	0	
internal power	22900	µW
maximum VDD drop	1.37	mV
Switch Pwr	6400	µW
max cap viols	0	
CTS tree	yes	
WHS Endpoint	mem[0][395]	
Initial DRT Pass Iterations	5	
grt ovf	0	
## per-stage QoR
| step | hold WS [ns] | setup TNS (ns) | setup WS [ns] |
|---|---|---|---|
| floorplan | 0.299 | 0 | 0.501 |
| global placement | 0.653 | -22.40 | -0.437 |
| detailed placement | 0.655 | -22.89 | -0.418 |
| CTS | 0.0124 | -93.68 | -0.662 |
| global route | 0.0351 | -95.32 | -0.732 |
| finish | 0.0635 | -72.07 | -0.543 |
## metal layers
metal	vias to the layer above	part of all wire, %	global-route usage (%)
met2	581	45	12.6
met1	2876	33	8.41
met5	-	0.41	0
met3	82	19	7.11
met4	32	2.6	1.72
li1	2709	-	-
## cell families (layout without fill, tap and decap cells)
group,after synthesis,count (layout),synth area share [%]
buffers and inverters,224,667,16.3
flip-flops,288,288,83.7
other,1,226,0.0363
## area by class of cell
class,instances,area share [%]
multi-input combinational,224,5.03
antenna,2,0.0299
clock inverter,21,0.928
clock buffer,42,5.52
sequential,288,51.7
timing repair buffer,604,28.0
tap,1176,8.80
## power by group through the flow
stage	Sequential, µW	Clock (µW)	Combinational (µW)
6_report	14700	12100	2600
5_1_grt	14800	13200	2890
4_1_cts	14700	12700	2760
## repair_timing
item / CTS / global route
gates cloned: 0 / 0
setup endpoints to repair: 288 / 288
resized: 993 / 0
hold buffers: 0 / 0
## cell usage after synthesis, drive strengths merged
master | n | area [µm²]
edfxtp | 288 | 8650
buf | 224 | 1680
conb | 1 | 3.75
## how the worst max path moves through the flow
stage,startpoint,end,slack (ns),cells after the start
after CTS,mem[0][283],memory_output[283],-0.66,1
after global routing,mem[0][283],memory_output[283],-0.73,1
final,mem[0][360],memory_output[360],-0.54,1
Power and IR drop assume default switching activity.
